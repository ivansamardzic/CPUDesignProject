**./config.mk**
```make
export PLATFORM = sky130hd
export DESIGN_NAME = I_O
export DESIGN_NICKNAME = I_O
export VERILOG_FILES = /design/flow/design.v
export SDC_FILE = /design/flow/constraint.sdc
export NUM_CORES = 4
export LEC_CHECK = 1
export CORE_UTILIZATION = 50
```
**./run.sh**
```bash
#!/bin/bash
# OpenROAD 26Q1-2900-gdf79404cd8, Yosys 0.63+post, stock flow scripts
make -C /OpenROAD-flow-scripts/flow DESIGN_CONFIG=/design/flow/config.mk WORK_HOME=/design/flow/orfs finish
```
**./constraint.sdc**
```tcl
current_design I_O

set clk_period 1.0
set clk_io_pct 0.2

create_clock -name clk0 -period $clk_period [get_ports {clock}]

set non_clock_inputs [all_inputs -no_clocks]
set_input_delay [expr $clk_period * $clk_io_pct] -clock clk0 $non_clock_inputs
set_output_delay [expr $clk_period * $clk_io_pct] -clock clk0 [all_outputs]
```
**./design.v**
```verilog
module I_O(input clear, clock, Out_Portin, Strobe, 
	input [31:0] BusMuxOut, INPUT_UNIT,
	output [31:0] OUTPUT_UNIT, BMInINPORT
	);
	register RO(clear, clock, Out_Portin, BusMuxOut, OUTPUT_UNIT); 
	register RI(clear, clock, Strobe, INPUT_UNIT, BMInINPORT); 
endmodule 
module register #(parameter DATA_WIDTH_IN = 32, DATA_WIDTH_OUT = 32, INIT = 32'h0)(
	input clear, clock, enable, 
	input [DATA_WIDTH_IN-1:0]BusMuxOut,
	output wire [DATA_WIDTH_OUT-1:0]BusMuxIn
);
reg [DATA_WIDTH_IN-1:0]q;
initial q = INIT;
always @ (posedge clock)
		begin 
			if (clear) begin
				q <= {DATA_WIDTH_IN{1'b0}};
			end
			else if (enable) begin
				q <= BusMuxOut;
			end
		end
	assign BusMuxIn = q[DATA_WIDTH_OUT-1:0];
endmodule
```
==> flow_metrics.py <==
# Synthesis and PnR figures
metrics = {
    "detailed_routing": {
        "drt_first_iter_violations": 69,
        "firstDrtPassIters": 4,
        "avgViaCountPerCell": 4.798,
        "vias": 1943,
        "insertedDiodeCount": 0,
        "wl_per_cell_um": 14.48,
        "totalWireLength_mm": 5.863,
        "drc_errors": 0,
        "drtAntennaViolNets": 0,
    },
    "critical_path": {
        "path_class": "reg -> out",
        "cp.required_ps": 800,
        "end_kind": "primary output",
        "crit_cells": 1,
        "cpPeakStageDelay_ps": 320,
        "cp_max_fo": 2,
        "cp_slowest_cell": "dfxtp_2",
        "cpLargestDelayFamily": "flip-flops",
        "reg2reg_to": "RI.q[17]$_SDFFE_PP0P_",
        "rrSetupSlack_ps": 140,
        "cp.arrival_ps": 770,
        "r2r_start": "RI.q[17]$_SDFFE_PP0P_",
        "critPathLaunchType": "flop",
        "critPathBufInv": 1,
        "ff2ff_path_depth": 4,
        "crit_chain": "buf_2",
    },
    "power_and_ir_drop": {
        "p_int_mw": 4.294,
        "p_seq_share_pct": 50.8,
        "power.share.clock_pct": 34.4,
        "peakVddDrop_mv": 1.409,
        "switching_power_mw": 1.212,
        "p_total_mw": 5.506,
        "cellPowerDensity_nw_per_um2": 1511,
        "comb_power_share_pct": 14.7,
        "p_leak_nw": 1.819,
        "swShare_pct": 22.01,
    },
    "yosys": {
        "syn_area_per_cell_sq_um": 11.29,
        "top_area_cell": "dfxtp_1",
        "top_cell_area_share_pct": 54.82,
        "yosys.stat.seqShare_pct": 54.82,
        "ys_cells": 207,
        "ys_types": 8,
        "ff_type": "dfxtp_1",
        "top_cells_by_count": "dfxtp_1, mux2i_1, nor2_1",
        "ys.flops": 64,
        "synthArstFlopShare_pct": 0,
        "yosysWarnings": 1,
        "yosysChipArea_sq_um": 2337,
        "synthCells": 207,
        "synth-edff-count": 0,
        "synthTopCellsByArea": "dfxtp_1, mux2i_1, nor2_1",
        "syn_area_sq_um": 2337,
    },
    "worst_hold_path": {
        "hold_path_class": "in -> reg",
        "worstHoldStart": "clear",
        "whs_endpoint": "RI.q[1]$_SDFFE_PP0P_",
        "whs_path_depth": 3,
    },
    "global_routing": {
        "grt_util_all_layers_pct": 24.96,
        "grt_remaining_overflow": 0,
        "grt_pass1_vias": 1911,
        "grt_max_degree": 38,
        "antenna_found_initial": 0,
        "grt_first_pass_wirelength_mm": 9.321,
    },
    "sta": {
        "finalHoldViolCount": 0,
        "tightest_slew_ps": 220.0,
        "timing.fmax_mhz": 1033,
        "fin_crit_sh_pct": 96.83,
        "rsz0062_at_grt": "yes",
        "finalClockSkew_ps": 0,
        "fin_hold_ws_ps": 289.6,
        "setup_violations": 0,
        "slew_viol_final": 0,
        "slew_headroom_pct": 84.91,
        "finalCriticalPeriod_ps": 968.3,
    },
    "place": {
        "place_congestion": 0.8248,
        "placedCellCount": 381,
        "portBuffers": 131,
        "hpwlAfterDp_mm": 3.782,
    },
    "floorplan": {
        "die_h_um": 70.37,
        "rows": 24,
        "die_area_sq_um": 4952,
        "core_util_floorplan_pct": 52.95,
        "die-width_um": 70.37,
        "core-area_sq_um": 4414,
        "ios": 132,
    },
    "clock_network": {
        "clock_sinks": 64,
        "clk-insertion-delay-late_ps": 330,
        "cts_buffer_depth": 2,
        "cts.reportedPaths.clkPinSlew_ps": 60,
        "root_buffer": "clkbuf_8",
        "cts_buffers": 9,
        "h-tree-depth": 3,
        "ctsHoldBuffers": 0,
        "tritoncts": "done",
    },
    "flow_run": {
        "warning_count": 27,
        "drv_cap": 0,
    },
    "layout": {
        "final_cells": 405,
        "syn2layout_area_growth_pct": 55.89,
        "drive_gt1_share_pct": 44.48,
    },
    "outcome": {
        "status": "complete, no violations",
    },
}
## metrics by stage
step	TNS [ps]	utilization (%)	area [sq um]	setup slack [ps]
floorplan	0	-	2337	207.3
global placement	-5.146	82.54	3643	-5.146
detailed placement	0	82.54	3643	4.648
CTS	0	82.23	3630	21.19
global route	-2.536	82.54	3643	-2.536
finish	0	82.54	3643	31.70
## worst max path at each step
stage / from / end
5_1_grt: RI.q[4]$_SDFFE_PP0P_ / BMInINPORT[4]
4_1_cts: RI.q[17]$_SDFFE_PP0P_ / BMInINPORT[17]
6_report: RI.q[4]$_SDFFE_PP0P_ / BMInINPORT[4]
## layout by cell type, fill, tap and decap left out, drive strengths merged
cell	count
clkbuf	15
buf	82
clkdlybuf4s50	64
mux2i	64
dfxtp	64
nor2	64
## final cells by class
class | count | area, sq um
timing repair buffer | 146 | 1170
clock buffer | 15 | 166.4
sequential | 64 | 1361
fill | 260 | 770.7
multi-input combinational | 128 | 880.8
tap | 52 | 65.06
## cells by family after synthesis
family	synth area share, %
multiplexers	27.41
AND/OR/NAND/NOR	10.28
flip-flops	54.82
buffers and inverters	7.495
## registers in the layout, indices dropped and copies added (netlist names)
register	count
RO.q	32
RI.q	32
## routing by layer
| layer | GRT usage (%) | routed length (um) |
|---|---|---|
| met1 | 36.22 | 2644 |
| met2 | 37.04 | 2555 |
| met3 | 9.927 | 561 |
| met4 | 4.667 | 101 |
| met5 | 0 | 0 |
## power groups by stage
stage | sequential, mW | combinational (mW) | clock [mW]
CTS | 2.80 | 0.808 | 1.93
global route | 2.82 | 0.872 | 2.06
finish | 2.80 | 0.810 | 1.90
## worst reg2reg max path, cell delays in order, from the launching register on
cell,delay [ps]
dfxtp_2,330
buf_4,130
buf_4,120
mux2i_1,120
nor2_1,60
## what timing repair did
| action | 4_1_cts | 5_1_grt |
|---|---|---|
| gates resized | 258 | 1 |
| endpoints found under the setup margin | 64 | 2 |
| gates cloned | 0 | 0 |
| buffers inserted | 8 | 1 |
Power figures rest on the tool's default switching activity, not on a simulated workload.
