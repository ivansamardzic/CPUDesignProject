`config.mk`:
```
export PLATFORM = sky130hd
export DESIGN_NAME = Select_Encode
export DESIGN_NICKNAME = Select_Encode
export VERILOG_FILES = /design/flow/design.v
export SDC_FILE = /design/flow/constraint.sdc
export NUM_CORES = 4
export LEC_CHECK = 1
export CORE_AREA = 10 10 107 107
export DIE_AREA = 0 0 117 117
```
`constraint.sdc`:
```
current_design Select_Encode

set clk_period 2.5
set clk_io_pct 0.2

create_clock -name clk0 -period $clk_period

set non_clock_inputs [all_inputs -no_clocks]
set_input_delay [expr $clk_period * $clk_io_pct] -clock clk0 $non_clock_inputs
set_output_delay [expr $clk_period * $clk_io_pct] -clock clk0 [all_outputs]
```
`design.v`:
```
module Select_Encode (
	input wire [31:0] BMInIR, 
	input wire Gra, Grb, Grc, Rin, Rout, BAout, 
	output reg [15:0] IN, OUT, 
	output [31:0] C_sign_extended
	);
	wire [3:0] Ra, Rb, Rc;  
	wire [4:0] Opcode; 
	reg [3:0] enc_sel;
	assign C_sign_extended = {{13{BMInIR[18]}},BMInIR[18:0]};
	assign Opcode[4:0] = BMInIR[31:27]; 
	assign Ra = BMInIR[26:23];
	assign Rb = BMInIR[22:19];
	assign Rc = BMInIR[18:15]; 
	always @(*) begin 
		if(Gra == 1)
			enc_sel = Ra;
		else if (Grb == 1)
			enc_sel = Rb;
		else if (Grc == 1) 
			enc_sel = Rc; 
		if(Rin == 0) IN <= 16'h0000;
		if(Rout == 0) OUT <= 16'h0000;
		case(enc_sel)
			4'b0000:	begin
					if(Rin) IN <= 16'h0001; 
					if(Rout | BAout) OUT <= 16'h0001; 
				end
			4'b0001:	begin
					if(Rin) IN <= 16'h0002; 
					if(Rout | BAout) OUT <= 16'h0002; 
				end 
			4'b0010:	begin
					if(Rin) IN <= 16'h0004; 
					if(Rout | BAout) OUT <= 16'h0004; 
				end 
			4'b0011:	begin
					if(Rin) IN <= 16'h0008; 
					if(Rout | BAout) OUT <= 16'h0008; 
				end 
			4'b0100:	begin
					if(Rin) IN <= 16'h0010; 
					if(Rout | BAout) OUT <= 16'h0010; 
				end 
			4'b0101:	begin
					if(Rin) IN <= 16'h0020; 
					if(Rout | BAout) OUT <= 16'h0020; 
				end 	
			4'b0110:	begin
					if(Rin) IN <= 16'h0040; 
					if(Rout | BAout) OUT <= 16'h0040;
				end 
			4'b0111:	begin
					if(Rin) IN <= 16'h0080; 
					if(Rout | BAout) OUT <= 16'h0080;
				end 
			4'b1000:	begin
					if(Rin) IN <= 16'h0100; 
					if(Rout | BAout) OUT <= 16'h0100; 
				end 
			4'b1001:	begin
					if(Rin) IN <= 16'h0200; 
					if(Rout | BAout) OUT <= 16'h0200; 
				end 
			4'b1010:	begin
					if(Rin) IN <= 16'h0400; 
					if(Rout | BAout) OUT <= 16'h0400; 
				end 
			4'b1011:	begin
					if(Rin) IN <= 16'h0800; 
					if(Rout | BAout) OUT <= 16'h0800; 
				end 
			4'b1100:	begin
					if(Rin) IN <= 16'h1000; 
					if(Rout | BAout) OUT <= 16'h1000;  
				end 	
			4'b1101:	begin
					if(Rin) IN <= 16'h2000; 
					if(Rout | BAout) OUT <= 16'h2000; 
				end 
			4'b1110:	begin
					if(Rin) IN <= 16'h4000; 
					if(Rout | BAout) OUT <= 16'h4000; 
				end 
			4'b1111:	begin
					if(Rin) IN <= 16'h8000; 
					if(Rout | BAout) OUT <= 16'h8000; 
				end 
		endcase
	end 
endmodule 
```
`run.sh`:
```
#!/bin/bash
# OpenROAD 26Q1-2900-gdf79404cd8, Yosys 0.63+post, stock flow scripts
make -C /OpenROAD-flow-scripts/flow DESIGN_CONFIG=/design/flow/config.mk WORK_HOME=/design/flow/orfs finish
```
==> flow_metrics.env <==
# flow metrics
export IMPL_viasPerCell=3.67
export IMPL_fmax_ghz=0.387
export IMPL_ys_warn_count=37
export IMPL_fin_util_pct=25.6
export IMPL_path_buffers=2
export IMPL_cp_end_kind="output pin"
export IMPL_grt_max_degree=20
export IMPL_antenna_found_initial=0
export IMPL_io_buffers=67
export IMPL_slew_violations=0
export IMPL_grt_remaining_overflow=0
export IMPL_adder_share_pct=0
export IMPL_ys_seq_elements=36
export IMPL_ir_worst_vdd_mv=0.0672
export IMPL_rows=35
export IMPL_worst_slew_pin_slew_ns=0.598
export IMPL_slowest_delay_ns=0.50
export IMPL_ys_async_sr_fraction_pct=0
export IMPL_ys_top_logic_family="simple AND/OR/NAND/NOR gates"
export IMPL_antenna_cells=0
export IMPL_grt_usage_pct=6.32
export IMPL_synth_cells=171
export IMPL_outcome="finished with violations"
export IMPL_synthAoiAreaFrac_pct=12.3
export IMPL_synthesis_area_mm2=0.00145
export IMPL_area_growth_pct=62.3
export IMPL_dpl_hpwl_um=3590
export IMPL_ys_area_mm2=0.00145
export IMPL_path_cells="buf_16 -> mux2i_4 -> a211oi_2 -> or3_4 -> nor3b_2 -> dlxtn_1 -> buf_2"
export IMPL_avgSynthCellArea_um2=8.47
export IMPL_die_h_um=117
export IMPL_ys_types=40
export IMPL_drc=0
export IMPL_die_area_mm2=0.0137
export IMPL_crit_required_ns=2.00
export IMPL_post_cts_setup_buffers=0
export IMPL_die_w_um=117
export IMPL_edf_count=0
export IMPL_ios=102
export IMPL_grt_pass1_vias=1235
export IMPL_finalSetupViolCount=13
export IMPL_drtIter0Drc=53
export IMPL_finalCritPeriodShare_pct=103
export IMPL_place_congestion=0.768
export IMPL_warnings=39
export IMPL_critPathLaunch="Grc"
export IMPL_slowest_stage="or3_4"
export IMPL_unclocked_regs=36
export IMPL_yosys_most_used_dff="dlxtn_1"
export IMPL_grt_pass1_wl_um=6800
export IMPL_drive_above_1_share_pct=42.1
export IMPL_vias=1270
export IMPL_crit_arrival_ns=2.09
export IMPL_critPathTopFamily="simple AND/OR/NAND/NOR gates"
export IMPL_fp_coreArea_mm2=0.00920
export IMPL_p_leak_nw=1.01
export IMPL_path_max_fanout=8
export IMPL_untimed_endpoints=36
export IMPL_xor_share_pct=0
export IMPL_place_ws_ns=-1.40
export IMPL_finalHoldViolations=0
export IMPL_wl_per_cell_um=13.2
export IMPL_wl_um=4560
export IMPL_relSlewSlack_pct=60.1
export IMPL_hold_path_class="in -> out"
export IMPL_rsz0062_at_grt="yes"
export IMPL_fp_util_pct=15.7
export IMPL_post_route_min_period_ns=2.59
export IMPL_mux_share_pct=4.49
export IMPL_crit_path_start_kind="input port"
export IMPL_cap_violations=0
export IMPL_violations="negative setup slack"
export IMPL_critPathKind="in -> out"
export IMPL_hold_start="BMInIR[0]"
export IMPL_ys_sh_simple_pct=25.9
export IMPL_setup_ws_ns=-0.0866
export IMPL_first_pass_iters=4
export IMPL_hold_buffers=0
export IMPL_ant_nets=0
export IMPL_powerDensity_mw_per_mm2=128
export IMPL_ys_cells=171
==> final cells by class <==
class                      count  area, um2
inverter                       2       10.0
sequential                    36        547
timing repair buffer          70        586
multi-input combinational    127       1070
fill                         947       6850
tap                          111        139
==> power breakdown <==
part | total [mW] | internal, mW | switching, mW
Clock | 0 | 0 | 0
Combinational | 0.263 | 0.128 | 0.136
Sequential | 0.0370 | 0.0344 | 0.00258
Total | 0.300 | 0.162 | 0.138
==> placed cells by master, fill, tap and decap left out, drive strengths merged, types with 2 or more instances in the layout <==
| master | instances |
|---|---|
| or2 | 2 |
| dlxtn | 36 |
| a221o | 4 |
| clkdlybuf4s50 | 17 |
| nor3b | 6 |
| a31oi | 7 |
| nor2 | 30 |
| nor3 | 10 |
| dlygate4sd2 | 3 |
| conb | 32 |
| nand4b | 2 |
| nand2 | 4 |
| inv | 2 |
| nor2b | 4 |
| clkbuf | 7 |
| o21bai | 2 |
| nand3 | 2 |
| mux2 | 4 |
| clkdlybuf4s15 | 6 |
| buf | 37 |
| o21ai | 2 |
| nand2b | 2 |
| mux2i | 2 |
==> synth_stat cells (2+ instances only) <==
master | n | share of area [%]
mux2i_1 | 2 | 1.4
o21bai_2 | 2 | 1.6
buf_4 | 32 | 17
buf_2 | 3 | 1.0
dlxtn_1 | 36 | 37
nand4b_1 | 2 | 1.2
nor3b_1 | 4 | 2.1
nor3b_2 | 2 | 1.7
o21ai_0 | 2 | 0.69
mux2_2 | 3 | 2.3
a31oi_1 | 6 | 2.6
or2_2 | 2 | 0.86
buf_6 | 2 | 1.6
nand2b_1 | 2 | 0.86
nand3_1 | 2 | 0.69
nor2b_1 | 4 | 1.7
nand2_1 | 4 | 1.0
nor2_1 | 29 | 7.5
a221o_1 | 4 | 2.8
nor3_1 | 8 | 2.8
==> cells by family (layout without fill, tap and decap cells) <==
group                  count (synthesis)  count (layout)
AOI/OAI and AO/OA                     21              21
buffers and inverters                 39              72
latches                               36              36
muxes                                  6               6
other                                  1              32
and+or+nand+nor                       68              68
==> per-stage QoR <==
step                      hold slack (ns)  TNS, ns  cells  instance area (um2)  total power [mW]
after floorplan                      1.07        0    202                 1560             0.159
after global placement               1.00   -37.26    345                 2110             0.238
after detailed placement             1.00   -38.31    345                 2110             0.241
after CTS                            1.00   -0.573    344                 2260             0.284
after global routing                 1.00    -1.98    346                 2350             0.326
final                                1.00   -0.356    346                 2350             0.300
==> sequential cells by signal (all words and copies together), names as in the netlist <==
name,count
IN,16
OUT,16
enc_sel,4
==> path summary, 6_finish.rpt <==
kind	endpoint	slack, ns	depth (start not counted)
setup / recovery	IN[2]	-0.09	7
hold / removal	C_sign_extended[0]	1.00	0
==> timing repair <==
action	in CTS	in global routing
resized	210	25
setup endpoints to repair	32	30
cloned	1	2
pin swaps	50	31
==> layer usage <==
layer	global-route usage [%]	vias up	wire length, um
li1	-	660	-
met1	7.81	571	1810
met2	11.4	35	2330
met3	1.65	4	406
met4	0.247	0	8
met5	0	-	0
Power is estimated from default activity; no workload was simulated.
